## /design/flow/run.sh

```bash
#!/bin/bash
# OpenROAD 26Q1-2900-gdf79404cd8, Yosys 0.63+post, stock flow scripts
make -C /OpenROAD-flow-scripts/flow DESIGN_CONFIG=/design/flow/config.mk WORK_HOME=/design/flow/orfs finish
```

## /design/flow/config.mk

```make
export PLATFORM = sky130hd
export DESIGN_NAME = simple_processor
export DESIGN_NICKNAME = simple_processor
export VERILOG_FILES = /design/flow/design.v
export SDC_FILE = /design/flow/constraint.sdc
export NUM_CORES = 4
export LEC_CHECK = 1
export CORE_UTILIZATION = 30
```

## /design/flow/constraint.sdc

```tcl
current_design simple_processor

set clk_period 4.0
set clk_io_pct 0.2

create_clock -name clk0 -period $clk_period [get_ports {clk}]

set non_clock_inputs [all_inputs -no_clocks]
set_input_delay [expr $clk_period * $clk_io_pct] -clock clk0 $non_clock_inputs
set_output_delay [expr $clk_period * $clk_io_pct] -clock clk0 [all_outputs]
```

## /design/flow/design.v

```verilog
module simple_processor (
    input clk,
    input rst_n,
    input start,
    input op_sel,  
    input [7:0] in_a,
    input [7:0] in_b,
    output reg [7:0] result,
    output reg done
);
    reg [7:0] reg_a, reg_b;
    wire [7:0] alu_out;
    wire [7:0] mux_out;
    localparam S_IDLE = 2'b00;
    localparam S_LOAD = 2'b01;
    localparam S_CALC = 2'b10;
    localparam S_DONE = 2'b11;
    reg [1:0] state, next_state;
    always @(posedge clk or negedge rst_n) begin
        if (!rst_n)
            state <= S_IDLE;
        else
            state <= next_state;
    end
    always @(*) begin
        next_state = state;
        case (state)
            S_IDLE: begin
                if (start)
                    next_state = S_LOAD;
            end
            S_LOAD: begin
                next_state = S_CALC;
            end
            S_CALC: begin
                next_state = S_DONE;
            end
            S_DONE: begin
                if (!start)
                    next_state = S_IDLE;
            end
        endcase
    end
    always @(posedge clk or negedge rst_n) begin
        if (!rst_n) begin
            reg_a <= 8'h00;
            reg_b <= 8'h00;
            result <= 8'h00;
            done <= 1'b0;
        end else begin
            case (state)
                S_LOAD: begin
                    reg_a <= in_a;
                    reg_b <= in_b;
                end
                S_CALC: begin
                    result <= alu_out;
                end
                S_DONE: begin
                    done <= 1'b1;
                end
                default: begin
                    done <= 1'b0;
                end
            endcase
        end
    end
    assign mux_out = reg_b;
    assign alu_out = op_sel ? (reg_a - mux_out) : (reg_a + mux_out);
endmodule
```

==> impl_metrics.ini <==
; generated from flow reports
[synthesis]
synth_area_sq_um = 1509
ys_area_sq_um = 1509
top_cell_area_share_pct = 46.43
ys_cells = 131
avgSynthCellArea_sq_um = 11.52
synth_top_cell_by_area = dfrtp_1
ys_async_sr_fraction_pct = 100.0
edf_count = 0
area_leaders = dfrtp_1 46%, mux2_2 11%, ha_1 6.6%, xnor2_1 6.4%, nor2_1 2.5%
synth_top_flop_cell = dfrtp_1
top_cell = dfrtp_1
synth_cell_types = 30
synth_flops = 29
synthTopCellsByCount = 28 x dfrtp_1, 15 x mux2_2, 11 x xnor2_1
ys_seq_share_pct = 48.18
yosysWarnings = 1
synth_cells = 131

[setup_path]
cp_data_arrival_time_ns = 2.90
start_kind = input port
crit_chain = clkdlybuf4s50_1, mux2i_1, fa_1, a21o_2, a21o_1, a21oi_1, nand4bb_1, nand4_1
worstPathRequired_ns = 4.15
cp-end-kind = flip-flop
slowest_delay_ns = 0.62
cpMaxStageDelayCell = clkdlybuf4s50_1
path_class = input port to flip-flop
cp_max_fo = 7

[clock_network]
cts_inserted_buffers = 5
path_clk_slew_ns = 0.06
cts_max_level = 2
ctsResizeCount = 0
ctsLongestPathBuffers = 2
cts_tree = done
cts_root_buf = clkbuf_8
postCtsSetupRepairBufs = 0
hold_buffers = 0
cts_sinks = 29
worstSkewPairLatency_ns = 0.27

[die]
chipArea_sq_um = 5317
die_h_um = 72.92
core_area_sq_um = 4786
fp_util_pct = 31.53
boundaryPins = 29
rows = 25
dieWidth_um = 72.92

[placed_design]
place_area_sq_um = 1859
finalWeightedCongestion = 0.8205
pre_cts_ws_ns = 0.9956
place_hpwl_um = 1865
port-buffer-count = 28
dp_cells = 222

[final_timing]
fin_hold_ws_ns = 0.4893
max-slew-margin-rel_pct = 49.11
drv_slew = 0
fin_tns_setup_ns = 0
min_period_ns = 2.751
hold_viol_final = 0
layout_worst_path_cycle_share_pct = 68.77
skew_ns = 0.002561
worst_slew_pin_slew_ns = 0.7634
setup_viol = 0
setup_slack_ns = 1.249
max_clock_freq_mhz = 363.5
rsz0062_at_grt = false

[global_route]
grt_max_degree = 30
grt_use_total_pct = 11.37
antenna_found_initial = 0
grt_first_pass_wirelength_um = 4643
grt_overflow = 0
grt_pass1_vias = 1052

[final_layout]
final_util_pct = 41.28
final_cells = 230
fillers = 443
drive_gt1_share_pct = 18.40
area_growth_pct = 30.93
design_area_sq_um = 1976
seqCellArea_sq_um = 726.9
combGateArea_sq_um = 726.9

[power_and_ir_drop]
combPwrFrac_pct = 51.4
p_total_mw = 1.695
cellLeakagePower_nw = 0.8437
ir_worst_vdd_mv = 0.3656
cellPowerDensity_nw_per_um2 = 858.2
pwr-share-clk_pct = 18.1
pwr-share-seq_pct = 30.6
p_sw_share_pct = 34.51
p_sw_mw = 0.5852
intPower_mw = 1.110

[route]
ant_nets = 0
vias_per_cell = 4.474
routed_wirelength_um = 2583
dr.pass1.iters = 4
wl_per_cell_um = 11.23
drc = 0
dr_total_vias = 1029
n_antenna_cell = 0
dr.first_iter.drc_count = 28

[run]
warning_count = 25
cap_violations = 0

[outcome]
status = complete, no violations

[worst_hold_path]
hp-class = flip-flop to flip-flop
-- registers in the layout (all words and copies together), names as in the netlist --
register  cells
done          1
reg_a         8
reg_b         8
result        8
state         4
-- area by class of cell --
| cell class | instances | share of cell area (%) |
|---|---|---|
| inverter | 9 | 1.710 |
| clock inverter | 1 | 1.520 |
| tap | 67 | 4.243 |
| clock buffer | 7 | 4.370 |
| multi-input combinational | 88 | 36.80 |
| sequential | 29 | 36.80 |
| timing repair buffer | 29 | 14.57 |
-- power groups by stage --
stage / combinational [mW] / sequential (mW) / clock, mW
after global routing: 0.997 / 0.538 / 0.331
final: 0.871 / 0.518 / 0.306
after CTS: 0.887 / 0.521 / 0.320
-- layout by cell type, fill, tap and decap left out --
master / count
ha_1: 8
xor2_1: 1
clkbuf_8: 6
inv_1: 9
dfrtp_1: 28
nor2_1: 10
a21oi_1: 5
clkdlybuf4s50_1: 28
clkbuf_1: 1
mux2i_1: 2
xnor2_1: 11
fa_1: 1
and2_1: 1
nor4b_1: 1
nand4_1: 1
a21oi_2: 1
nand2_1: 6
a21o_2: 1
dfstp_2: 1
o21ai_0: 6
nand4bb_1: 1
o41ai_4: 1
buf_4: 1
mux2_2: 15
nand2b_1: 3
bufinv_16: 1
or2b_1: 1
nand4b_1: 1
a21o_1: 3
a31oi_1: 4
o21ai_1: 1
nor3_2: 2
o211ai_2: 1
-- layer usage --
metal  up-vias  wire length [um]  GRT usage, %
li1        514                 -             -
met1       483              1266         16.52
met2        30              1170         18.38
met3         2               133         2.661
met4         0                13         1.525
met5         -                 0             0
-- worst paths after layout --
check	cells past startpoint	start	to	slack, ns
min in group asynchronous	2	rst_n	reg_a[7]$_DFFE_PN0P_	0.91
max	8	op_sel	result[6]$_DFFE_PN0P_	1.25
max in group asynchronous	2	rst_n	state[0]$_DFF_PN1_	2.78
min reg2reg	2	state[0]$_DFF_PN1_	state[0]$_DFF_PN1_	0.49
max reg2reg	9	reg_b[0]$_DFFE_PN0P_	result[6]$_DFFE_PN0P_	1.73
min	2	state[0]$_DFF_PN1_	state[0]$_DFF_PN1_	0.49
-- logic make-up after synthesis --
logic type / share of synthesized area [%]
fa+ha+maj: 7.961
flops: 48.18
buf+inv: 3.648
simple gates: 9.786
compound gates: 10.94
xor+xnor: 6.965
mux: 12.52
-- critical path, delay by kind of cell --
family | cells | cell delay (ns)
muxes | 1 | 0.17
adders and majority gates | 1 | 0.45
and+or+nand+nor | 2 | 0.27
AOI/OAI and AO/OA | 3 | 0.58
buffers and inverters | 1 | 0.62
Power figures rest on the tool's default switching activity, not on a simulated workload.
