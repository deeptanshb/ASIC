### flow/config.mk
export PLATFORM = sky130hd
export DESIGN_NAME = seq_det_0010
export DESIGN_NICKNAME = seq_det_0010
export VERILOG_FILES = /design/flow/design.v
export SDC_FILE = /design/flow/constraint.sdc
export NUM_CORES = 4
export LEC_CHECK = 1
export CORE_AREA = 10 10 70 70
export DIE_AREA = 0 0 80 80
### flow/constraint.sdc
current_design seq_det_0010

set clk_period 1.7
set clk_io_pct 0.2

create_clock -name clk0 -period $clk_period [get_ports {clk}]

set non_clock_inputs [all_inputs -no_clocks]
set_input_delay [expr $clk_period * $clk_io_pct] -clock clk0 $non_clock_inputs
set_output_delay [expr $clk_period * $clk_io_pct] -clock clk0 [all_outputs]
### flow/design.v
module seq_det_0010 (
    input wire clk,
    input wire rst_n,  
    input wire in,
    output reg out
);
    localparam S0 = 3'd0;  
    localparam S1 = 3'd1;  
    localparam S2 = 3'd2;  
    localparam S3 = 3'd3;  
    localparam S4 = 3'd4;  
    reg [2:0] current_state;
    reg [2:0] next_state;
    always @(posedge clk or negedge rst_n) begin
        if (!rst_n) begin
            current_state <= S0;
        end else begin
            current_state <= next_state;
        end
    end
    always @(*) begin
        next_state = current_state;
        out = 1'b0;
        case (current_state)
            S0: begin
                if (in == 1'b0) begin
                    next_state = S1;
                end else begin
                    next_state = S0;
                end
                out = 1'b0;
            end
            S1: begin
                if (in == 1'b0) begin
                    next_state = S2;
                end else begin
                    next_state = S0;
                end
                out = 1'b0;
            end
            S2: begin
                if (in == 1'b1) begin
                    next_state = S3;
                end else begin
                    next_state = S2;  
                end
                out = 1'b0;
            end
            S3: begin
                if (in == 1'b0) begin
                    next_state = S4;
                end else begin
                    next_state = S0;
                end
                out = 1'b0;
            end
            S4: begin
                if (in == 1'b0) begin
                    next_state = S2;  
                    out = 1'b1;
                end else begin
                    next_state = S0;
                    out = 1'b1;
                end
            end
            default: begin
                next_state = S0;
                out = 1'b0;
            end
        endcase
    end
endmodule
### flow/run.sh
#!/bin/bash
# OpenROAD 26Q1-2900-gdf79404cd8, Yosys 0.63+post, stock flow scripts
make -C /OpenROAD-flow-scripts/flow DESIGN_CONFIG=/design/flow/config.mk WORK_HOME=/design/flow/orfs finish
==> out/qor.rpt <==
======================================================================================================
Number of library cell types mapped by synthesis ........................................            7
Most frequently used flop master after synthesis ........................................      dfrtp_1
Initial Utilization .....................................................................        4.84%
Routed WL ...............................................................................       385 µm
DR vias .................................................................................          113
Leak pwr ................................................................................     0.105 nW
Slowest cell delay on critical path .....................................................      0.49 ns
GRT Total Usage .........................................................................        1.39%
Power density over cell area ............................................................  1040 nW/µm²
Worst min-delay path category ........................................................... primary input to asynchronous set/reset pin
Global-route wire length before repair ..................................................       627 µm
Fill count ..............................................................................          408
Final cell utilization of the core ......................................................        8.17%
Final routed wire length divided by cell count ..........................................      6.02 µm
Global-route track usage on met3 ........................................................        2.39%
First-pass iteration count of the detailed router .......................................            2
Row count ...............................................................................           21
Sort of element at the start of the critical path .......................................         flop
Final setup viols .......................................................................            0
Post-route DRC ..........................................................................            0
Top register by number of flip-flops .................................................... current_state
Max stage delay cell, worst path ........................................................ clkdlybuf4s50_1
Data required time at the worst endpoint ................................................      1.36 ns
Synth Register Bits .....................................................................            5
Cell with the most instances after synthesis ............................................      dfrtp_1
Relative area change from synthesis to final layout .....................................        68.9%
Setup_tns ...............................................................................         0 ns
Crit path buf inv count .................................................................            1
Portion of the post-synthesis area used by sequential elements ..........................        76.5%
Number of post-CTS setup repair buffers .................................................            0
Chip Area, Yosys ........................................................................      165 µm²
CTS tree ................................................................................          yes
Count of tool warnings ..................................................................           25
Share of Yosys cell area claimed by the top area cell type ..............................        60.6%
Worst Tran Pin Value ....................................................................     0.227 ns
Die Y-Extent ............................................................................        80 µm
Number of nets with antenna violations after routing ....................................            0
Overall overflow remaining after global route ...........................................            0
Largest net degree at the start of global routing .......................................            6
Final slew viol count ...................................................................            0
Share of layout cells above drive strength 1 ............................................        22.2%
Crit path kind .......................................................................... flop to primary output
Syn Inst Count ..........................................................................           11
Antenna violations before repair ........................................................            0
Cell type contributing the most total cell area after synthesis .........................      dfrtp_1
Level count of the clock H-tree .........................................................            1
Unrepaired setup endpoints after global routing .........................................           no
Post-Syn Area ...........................................................................      165 µm²
Global Route met1 Usage .................................................................        1.54%
Number of global-route vias before repair ...............................................          129
Largest registers ....................................................................... current_state x5
Arrival time of the worst setup path ....................................................      1.11 ns
Antenna diode count .....................................................................            0
Horizontal die dimension ................................................................        80 µm
Starting DRT DRC Count ..................................................................            3
Fin crit share ..........................................................................        85.4%
Clock transition at the register clock pins on the worst setup and hold paths after CTS .      0.04 ns
Nature of the critical path endpoint .................................................... primary output
Total count of hold-check failures in the final report ..................................            0
Core region area ........................................................................     3420 µm²
Cell count listed in synth_stat.txt .....................................................           11
Max_slew headroom .......................................................................        84.8%
Status .................................................................................. complete, no violations
Worst voltage drop across the vdd grid ..................................................     0.283 mV
Post-CTS sizing .........................................................................            0
Total clock buffers created by CTS ......................................................            3
Worst Path Max Fanout ...................................................................            3
Fraction of registers with async set/reset ..............................................         100%
Minimum clock period ....................................................................      1.45 ns
Largest register FFs ....................................................................            5
Die ar. .................................................................................     6400 µm²
Cell class contributing the biggest share of worst-path delay ........................... buffers and inverters
Top cells by count, synth ............................................................... dfrtp_1, nor2b_1
Count of flip-flops with a built-in enable after synthesis ..............................            0
Drt via density .........................................................................         1.77
Clock tree root buffer cell .............................................................     clkbuf_4
# clock sinks ...........................................................................            5
Area contributors post-synth ............................................................ dfrtp_1, dfstp_2, nor2b_1
Worst setup slack after layout ..........................................................     0.248 ns
I/O pins ................................................................................            4
Skew-Pair Late Insertion Delay ..........................................................      0.25 ns
Met2 global-route usage .................................................................        1.04%
Routability congestion estimate from global placement ...................................        0.669
Synth warnings ..........................................................................            1
Layer with the highest usage ............................................................         met3
Placement Setup Slack ...................................................................     0.501 ns
Count of buffers from port buffering ....................................................            3
Final clock skew ........................................................................   0.00193 ns
Max capacitance violation total .........................................................            0
Clk buf depth ...........................................................................            2
F_max ...................................................................................      689 MHz
Mean area per synthesized cell ..........................................................     15.0 µm²
Worst path cell trace ................................................................... clkdlybuf4s50_1
Post-cts hold-fix buffer tally ..........................................................            0
======================================================================================================
layout make-up:
type	instances	area [µm²]	area share, %
Sequential cell	5	126	45.3
Tap cell	46	57.6	20.6
Multi-Input combinational cell	6	38.8	13.9
Timing Repair Buffer	3	30.0	10.8
Clock buffer	4	26.3	9.42
stage by stage:
| stage | cell area [µm²] | instances | hold WS [ns] | power [mW] |
|---|---|---|---|---|
| 6_report | 279 | 64 | 0.314 | 0.291 |
| 5_1_grt | 279 | 64 | 0.317 | 0.312 |
| 4_1_cts | 279 | 64 | 0.312 | 0.298 |
| 3_5_place_dp | 253 | 60 | 0.484 | 0.154 |
| 3_3_place_gp | 253 | 60 | 0.464 | 0.152 |
| 2_1_floorplan | 165 | 11 | 0.0444 | 0.142 |
logic make-up after synthesis:
logic type | Yosys count | synth area share, %
compound gates | 1 | 6.82
flops | 5 | 76.5
simple gates | 5 | 16.7
routing by layer:
metal | vias up | part of all wire [%]
met5 | - | 0
met3 | 0 | 25
met4 | 0 | 0
li1 | 52 | -
met2 | 7 | 29
met1 | 54 | 45
where the power goes:
part           internal (mW)  switching (mW)  total (mW)
clock                 0.0888          0.0501       0.139
sequential             0.130         0.00455       0.135
combinational         0.0109         0.00696      0.0178
cell usage in the layout (no fill, tap or decap):
master / count
dfstp_2: 1
o41a_1: 1
clkdlybuf4s50_1: 3
nor3_1: 1
and2_1: 1
nor2b_1: 2
dfrtp_1: 4
clkbuf_4: 3
clkbuf_1: 1
nor2_1: 1
path summary, 6_finish.rpt:
kind / startpoint / to / slack [ns] / cells past startpoint
max: current_state[1] / out / 0.25 / 1
min: rst_n / current_state[1] / 0.31 / 1
max reg2reg: current_state[1] / current_state[0] / 0.81 / 1
min reg2reg: current_state[2] / current_state[4] / 0.49 / 1
max in group asynchronous: rst_n / current_state[0] / 1.13 / 1
min in group clk0: current_state[2] / current_state[4] / 0.49 / 1
Power is estimated from default activity; no workload was simulated.
