`flow/run.sh`:
```
#!/bin/bash
# OpenROAD 26Q1-2900-gdf79404cd8, Yosys 0.63+post, stock flow scripts
make -C /OpenROAD-flow-scripts/flow DESIGN_CONFIG=/design/flow/config.mk WORK_HOME=/design/flow/orfs finish
```
`flow/config.mk`:
```
export PLATFORM = sky130hd
export DESIGN_NAME = booth_multiplier
export DESIGN_NICKNAME = booth_multiplier
export VERILOG_FILES = /design/flow/design.v
export SDC_FILE = /design/flow/constraint.sdc
export NUM_CORES = 4
export LEC_CHECK = 1
export CORE_UTILIZATION = 30
```
`flow/constraint.sdc`:
```
current_design booth_multiplier

set clk_period 3.7
set clk_io_pct 0.2

create_clock -name clk0 -period $clk_period [get_ports {clk}]

set non_clock_inputs [all_inputs -no_clocks]
set_input_delay [expr $clk_period * $clk_io_pct] -clock clk0 $non_clock_inputs
set_output_delay [expr $clk_period * $clk_io_pct] -clock clk0 [all_outputs]
```
`flow/design.v`:
```
module booth_multiplier #(
    parameter N = 8  
) (
    input clk,
    input rst_n,
    input start,
    input [N-1:0] multiplicand,
    input [N-1:0] multiplier,
    output reg done,
    output reg [2*N-1:0] product
);
    reg [N:0] A;  
    reg [N-1:0] M;  
    reg [N:0] Q;  
    reg Q_minus_1;  
    reg [4:0] count;  
    localparam S_IDLE = 3'b000;
    localparam S_LOAD = 3'b001;
    localparam S_CALC = 3'b010;
    localparam S_SHIFT = 3'b011;
    localparam S_DONE = 3'b100;
    reg [2:0] state, next_state;
    always @(posedge clk or negedge rst_n) begin
        if (!rst_n) begin
            state <= S_IDLE;
        end else begin
            state <= next_state;
        end
    end
    always @(*) begin
        next_state = state;
        case (state)
            S_IDLE: begin
                if (start) begin
                    next_state = S_LOAD;
                end
            end
            S_LOAD: begin
                next_state = S_CALC;
            end
            S_CALC: begin
                if (count == N) begin
                    next_state = S_DONE;
                end else begin
                    next_state = S_SHIFT;
                end
            end
            S_SHIFT: begin
                next_state = S_CALC;
            end
            S_DONE: begin
                next_state = S_IDLE;
            end
        endcase
    end
    always @(posedge clk or negedge rst_n) begin
        if (!rst_n) begin
            A <= {N{1'b0}};
            M <= {N{1'b0}};
            Q <= {N{1'b0}};
            Q_minus_1 <= 1'b0;
            count <= 0;
            done <= 1'b0;
            product <= {2*N{1'b0}};
        end else begin
            done <= 1'b0;
            case (state)
                S_LOAD: begin
                    M <= {1'b0, multiplicand};
                    Q <= {1'b0, multiplier};
                    A <= {N{1'b0}};
                    Q_minus_1 <= 1'b0;
                    count <= 0;
                end
                S_CALC: begin
                    case ({Q[0], Q_minus_1})
                        2'b01: begin
                            A <= A + M;
                        end
                        2'b10: begin
                            A <= A - M;
                        end
                        default: begin
                        end
                    endcase
                end
                S_SHIFT: begin
                    Q_minus_1 <= Q[0];
                    Q <= {A[0], Q[N:1]};
                    A <= {{1'b0, A[N]}, A[N:1]};
                    count <= count + 1;
                end
                S_DONE: begin
                    product <= {A, Q[N:1]};
                    done <= 1'b1;
                end
            endcase
        end
    end
endmodule
```
==> results.toml <==
# generated from flow reports
[outcome]
status = "completed"

[clock_tree]
cts_made_buffers = 5
cts_tree = "yes"
clock_sinks = 54
path_clk_slew_ns = 0.11
cts_hold_buf = 0
cts_root_buf = "clkbuf_8"
cts_resized = 0
cts_htree_levels = 2
clk_path_buf_depth = 2
clkLatencyLatePin_ns = 0.32
cts_setup_buffers = 0

[worst_setup_path]
path_class = "reg2reg"
critical_path_arrival_ns = 3.26
max_stage_delay_ns = 0.49
critPathMaxFanout = 4
critPathRequiredTime_ns = 3.94
start_kind = "register"
slowest_stage = "or4b_4"
path_cells = "inv_1 -> ha_1 -> or4b_4 -> o21ai_0 -> xor2_1 -> ha_1 -> o21a_1 -> and4bb_2 -> a211oi_4 -> mux2i_1 -> mux2i_1"
end_kind = "register"

[floorplanning]
initial_core_util_pct = 31.3
fp-row-count = 34
die_w_um = 98.2
boundaryPins = 36
design.die.area_um2 = 9640
fp.dieH_um = 98.2
core_um2 = 8850

[drt]
first_iter_violations = 77
vias = 1920
wire_per_inst_um = 13.5
drt-total-wl_um = 5380
antenna_left = 0
vias_per_cell = 4.84
drcViolationCount = 0
drt_pass1_iterations = 15
diodes = 0

[yosys]
top_area_cell = "dfrtp_1"
post-synth-top-count-cell = "dfrtp_1"
synth-edff-count = 0
simple_gate_share_pct = 11.6
yosys_cells = 252
post-synth-top-area-fraction_pct = 47.8
synth.area.top_cells = "dfrtp_1 (48%), mux2_2 (8.9%), ha_1 (5.0%), mux2i_1 (4.0%), o21ai_0 (3.8%)"
compound_area_share_pct = 13.9
mux_share_pct = 12.9
synth_area_per_cell_um2 = 11.0
ys_sh_xor_pct = 4.10
yosysWarnings = 1
ys_ff = 54
top_cells_by_count = "dfrtp_1 (53), mux2_2 (22), nand2_1 (22)"
flop_cell = "dfrtp_1"
ys_top_logic_family = "AND-OR/OR-AND gates"
ys_seq_share_pct = 48.8
synthCells = 252
ys_types = 43
synthesis.area_um2 = 2770
ys_chip_area_um2 = 2770
adder_share_pct = 5.68
async_flop_share_pct = 100

[place]
dp.final_hpwl_um = 3760
gp_congestion = 0.808
portBuffers = 35

[global_routing]
antenna_found_initial = 0
grt_max_degree = 43
grt_pass1_wl_um = 9650
grt_pass1_vias = 2000
grt_remaining_overflow = 0
grt_usage_pct = 12.5

[power_and_ir_drop]
p_total_uw = 980
max-vdd-ir-drop_mv = 0.145
p_per_area_nw_per_um2 = 293
leakage_uw = 0.00145

[sta]
grt_setup_unrepaired = "no"
worst_slew_pin_slew_ns = 0.567
max_freq_ghz = 0.331
hold_viol = 0
finalCritPeriodShare_pct = 81.6
slew_headroom_pct = 62.2
fin_tns_setup_ns = 0
setup_viol = 0
skew_ns = 0.0114
fin_crit_ns = 3.02
final_max_slew_viol_count = 0

[job]
openroad.warnings = 26
maxCapViolCount = 0

[layout]
area_growth_pct = 20.6
final_core_util_pct = 37.8
layout-drive-gt1-share_pct = 15.2
nFillCells = 877

[worst_hold_path]
hold_path.class = "in2async"
## placed cells by master, fill, tap and decap left out, types with 7 or more instances in the layout
cell type / n
ha_1: 11
xnor2_1: 7
nor2_1: 11
nand2_1: 22
o21ai_0: 21
a21oi_1: 11
dfrtp_1: 53
mux2i_1: 11
mux2_2: 22
inv_1: 10
nand2b_1: 7
clkdlybuf4s50_1: 34
## flip-flops by register name, indices dropped and copies added, names as in the netlist
signal     cells
state          5
done           1
Q              9
Q_minus_1      1
M              8
A              9
product       16
count          5
## layout make-up
cell class | instances | area, um^2 | share of cell area [%]
Sequential cell | 54 | 1350 | 40.4
Inverter | 10 | 37.5 | 1.12
Tap cell | 108 | 135 | 4.04
Clock buffer | 5 | 68.8 | 2.06
Multi-Input combinational cell | 177 | 1340 | 40.0
Timing Repair Buffer | 40 | 383 | 11.4
Clock inverter | 3 | 28.8 | 0.860
## logic make-up after synthesis
family	after synthesis
flip-flops	54
XOR/XNOR	13
buffers and inverters	21
adder cells (fa/ha/maj)	12
AND/OR/NAND/NOR	60
multiplexers	33
AND-OR/OR-AND	59
## routing by layer
metal / GRT usage [%] / share of wire, % / vias up
met4: 1.03 / 0.73 / 0
met3: 2.03 / 2.9 / 4
met2: 20.6 / 47 / 24
li1: - / - / 957
met5: 0 / 0 / -
met1: 18.5 / 49 / 935
## worst paths after layout
check / from / to / slack [ns] / depth (start not counted)
worst min-delay path: rst_n / product[9]$_DFFE_PN0P_ / 0.40 / 1
worst max register to register: M[0]$_DFFE_PN0P_ / A[8]$_DFFE_PN0P_ / 0.68 / 11
worst max-delay path: M[0]$_DFFE_PN0P_ / A[8]$_DFFE_PN0P_ / 0.68 / 11
worst min register to register: product[15]$_DFFE_PN0P_ / product[15]$_DFFE_PN0P_ / 0.52 / 1
max in group asynchronous: rst_n / state[0]$_DFF_PN1_ / 2.47 / 2
min in group clk0: product[15]$_DFFE_PN0P_ / product[15]$_DFFE_PN0P_ / 0.52 / 1
## stage by stage
stage | worst slack (ns) | instances | hold slack (ns) | instance area, um^2
floorplan | 0.840 | 252 | 0.352 | 2770
global placement | 0.742 | 389 | 0.492 | 3250
detailed placement | 0.691 | 389 | 0.496 | 3250
CTS | 0.665 | 397 | 0.427 | 3340
global route | 0.491 | 397 | 0.456 | 3340
finish | 0.681 | 397 | 0.402 | 3340
## where the power goes
part	switching [uW]	total, uW	internal, uW
registers	0	590	590
logic	13.9	30.7	16.9
clock network	217	359	142
## critical path, delay by kind of cell (launching register included)
kind,cells,cell delay [ns]
XOR/XNOR,1,0.18
buffers and inverters,1,0.09
adder cells (fa/ha/maj),2,0.46
AND-OR/OR-AND,3,0.63
flip-flops,1,0.42
AND/OR/NAND/NOR,2,0.74
multiplexers,2,0.42
Power and IR drop assume default switching activity.
